[flow/design.v]
module dna_quant_processor #(
    parameter DNA_WIDTH = 32,       
    parameter QUANTUM_DEPTH = 4,    
    parameter AGING_FACTOR_WIDTH = 8
) (
    input wire clk,
    input wire rst_n,
    input wire start,
    input wire [DNA_WIDTH-1:0] dna_sequence,
    input wire [AGING_FACTOR_WIDTH-1:0] aging_factor,
    input wire [1:0] gate_select,   
    output reg [DNA_WIDTH-1:0] processed_dna,
    output reg [15:0] entropy_measure,
    output reg processing_done,
    output reg [7:0] mutation_count
);
    localparam BASE_A = 2'b00;
    localparam BASE_T = 2'b01;
    localparam BASE_G = 2'b10;
    localparam BASE_C = 2'b11;
    localparam GATE_HADAMARD = 2'b00;
    localparam GATE_CNOT = 2'b01;
    localparam GATE_TOFFOLI = 2'b10;
    localparam GATE_CUSTOM = 2'b11;
    reg [DNA_WIDTH-1:0] quantum_state;
    reg [DNA_WIDTH-1:0] working_dna;
    reg [3:0] process_counter;
    reg [15:0] entropy_accumulator;
    reg [7:0] mutation_counter;
    reg [15:0] pseudo_random;
    reg [15:0] lfsr;
    always @(posedge clk or negedge rst_n) begin
        if (!rst_n)
            lfsr <= 16'hACE1;
        else
            lfsr <= {lfsr[14:0], lfsr[15] ^ lfsr[13] ^ lfsr[12] ^ lfsr[10]};
    end
    reg [2:0] state;
    localparam IDLE = 3'b000;
    localparam INIT_QUANTUM = 3'b001;
    localparam APPLY_GATES = 3'b010;
    localparam AGING_MUTATION = 3'b011;
    localparam ENTROPY_CALC = 3'b100;
    localparam COLLAPSE = 3'b101;
    localparam DONE = 3'b110;
    always @(posedge clk or negedge rst_n) begin
        if (!rst_n) begin
            state <= IDLE;
            processed_dna <= 0;
            entropy_measure <= 0;
            processing_done <= 0;
            mutation_count <= 0;
            process_counter <= 0;
            entropy_accumulator <= 0;
            mutation_counter <= 0;
        end else begin
            case (state)
                IDLE: begin
                    processing_done <= 0;
                    mutation_counter <= 0;
                    entropy_accumulator <= 0;
                    if (start) begin
                        working_dna <= dna_sequence;
                        quantum_state <= dna_sequence;
                        process_counter <= 0;
                        state <= INIT_QUANTUM;
                    end
                end
                INIT_QUANTUM: begin
                    quantum_state <= working_dna ^ lfsr[DNA_WIDTH-1:0];
                    state <= APPLY_GATES;
                end
                APPLY_GATES: begin
                    case (gate_select)
                        GATE_HADAMARD: begin
                            quantum_state <= quantum_hadamard(quantum_state, process_counter);
                        end
                        GATE_CNOT: begin
                            quantum_state <= quantum_cnot(quantum_state, process_counter);
                        end
                        GATE_TOFFOLI: begin
                            quantum_state <= quantum_toffoli(quantum_state, process_counter);
                        end
                        GATE_CUSTOM: begin
                            quantum_state <= quantum_aging_gate(quantum_state, aging_factor, process_counter);
                        end
                    endcase
                    process_counter <= process_counter + 1;
                    if (process_counter >= QUANTUM_DEPTH - 1)
                        state <= AGING_MUTATION;
                end
                AGING_MUTATION: begin
                    {working_dna, mutation_counter} <= apply_aging_mutations(quantum_state, aging_factor, lfsr);
                    state <= ENTROPY_CALC;
                end
                ENTROPY_CALC: begin
                    entropy_accumulator <= calculate_dna_entropy(working_dna);
                    state <= COLLAPSE;
                end
                COLLAPSE: begin
                    processed_dna <= collapse_quantum_state(working_dna, lfsr);
                    entropy_measure <= entropy_accumulator;
                    mutation_count <= mutation_counter;
                    state <= DONE;
                end
                DONE: begin
                    processing_done <= 1;
                    if (!start)
                        state <= IDLE;
                end
            endcase
        end
    end
    function [DNA_WIDTH-1:0] quantum_hadamard;
        input [DNA_WIDTH-1:0] dna_in;
        input [3:0] position;
        integer i;
        begin
            quantum_hadamard = dna_in;
            for (i = 0; i < DNA_WIDTH; i = i + 2) begin
                if ((i >> 1) % 4 == position % 4) begin
                    quantum_hadamard[i+1:i] = dna_in[i+1:i] ^ lfsr[1:0];
                end
            end
        end
    endfunction
    function [DNA_WIDTH-1:0] quantum_cnot;
        input [DNA_WIDTH-1:0] dna_in;
        input [3:0] position;
        integer i;
        begin
            quantum_cnot = dna_in;
            for (i = 0; i < DNA_WIDTH-2; i = i + 2) begin
                if ((i >> 1) % 4 == position % 4) begin
                    if (dna_in[i+1:i] == BASE_A || dna_in[i+1:i] == BASE_G)
                        quantum_cnot[i+3:i+2] = dna_in[i+3:i+2] ^ 2'b01;
                end
            end
        end
    endfunction
    function [DNA_WIDTH-1:0] quantum_toffoli;
        input [DNA_WIDTH-1:0] dna_in;
        input [3:0] position;
        integer i;
        begin
            quantum_toffoli = dna_in;
            for (i = 0; i < DNA_WIDTH-4; i = i + 2) begin
                if ((i >> 1) % 4 == position % 4) begin
                    if ((dna_in[i+1:i] == BASE_G) && (dna_in[i+3:i+2] == BASE_C))
                        quantum_toffoli[i+5:i+4] = dna_in[i+5:i+4] ^ 2'b11;
                end
            end
        end
    endfunction
    function [DNA_WIDTH-1:0] quantum_aging_gate;
        input [DNA_WIDTH-1:0] dna_in;
        input [AGING_FACTOR_WIDTH-1:0] aging;
        input [3:0] position;
        integer i;
        begin
            quantum_aging_gate = dna_in;
            for (i = 0; i < DNA_WIDTH; i = i + 2) begin
                if ((lfsr[7:0] < aging) && ((i >> 1) % 8 == position % 8)) begin
                    quantum_aging_gate[i+1:i] = dna_in[i+1:i] ^ lfsr[9:8];
                end
            end
        end
    endfunction
    function [DNA_WIDTH:0] apply_aging_mutations;
        input [DNA_WIDTH-1:0] dna_in;
        input [AGING_FACTOR_WIDTH-1:0] aging;
        input [15:0] random;
        integer i;
        reg [7:0] mutations;
        reg [DNA_WIDTH-1:0] mutated_dna;
        begin
            mutated_dna = dna_in;
            mutations = 0;
            for (i = 0; i < DNA_WIDTH; i = i + 2) begin
                if (random[i%16] && (random[7:0] < aging)) begin
                    case (dna_in[i+1:i])
                        BASE_A: mutated_dna[i+1:i] = BASE_G;   
                        BASE_T: mutated_dna[i+1:i] = BASE_C;   
                        BASE_G: mutated_dna[i+1:i] = BASE_A;   
                        BASE_C: mutated_dna[i+1:i] = BASE_T;   
                    endcase
                    mutations = mutations + 1;
                end
            end
            apply_aging_mutations = {mutated_dna, mutations};
        end
    endfunction
    function [15:0] calculate_dna_entropy;
        input [DNA_WIDTH-1:0] dna_in;
        integer i;
        reg [7:0] base_count [0:3];
        reg [15:0] entropy;
        begin
            base_count[0] = 0; base_count[1] = 0; base_count[2] = 0; base_count[3] = 0;
            for (i = 0; i < DNA_WIDTH; i = i + 2) begin
                base_count[dna_in[i+1:i]] = base_count[dna_in[i+1:i]] + 1;
            end
            entropy = (base_count[0] * base_count[0]) + 
                     (base_count[1] * base_count[1]) + 
                     (base_count[2] * base_count[2]) + 
                     (base_count[3] * base_count[3]);
            calculate_dna_entropy = 16'hFFFF - entropy;   
        end
    endfunction
    function [DNA_WIDTH-1:0] collapse_quantum_state;
        input [DNA_WIDTH-1:0] quantum_dna;
        input [15:0] random;
        integer i;
        begin
            collapse_quantum_state = quantum_dna;
            for (i = 0; i < DNA_WIDTH; i = i + 2) begin
                if (random[i%16]) begin
                    case (quantum_dna[i+1:i])
                        2'b00: collapse_quantum_state[i+1:i] = BASE_A;
                        2'b01: collapse_quantum_state[i+1:i] = BASE_T;
                        2'b10: collapse_quantum_state[i+1:i] = BASE_G;
                        2'b11: collapse_quantum_state[i+1:i] = BASE_C;
                    endcase
                end
            end
        end
    endfunction
endmodule
[flow/run.sh]
#!/bin/bash
# OpenROAD 26Q1-2900-gdf79404cd8, Yosys 0.63+post, stock flow scripts
make -C /OpenROAD-flow-scripts/flow DESIGN_CONFIG=/design/flow/config.mk WORK_HOME=/design/flow/orfs finish
[flow/config.mk]
export PLATFORM = sky130hd
export DESIGN_NAME = dna_quant_processor
export DESIGN_NICKNAME = dna_quant_processor
export VERILOG_FILES = /design/flow/design.v
export SDC_FILE = /design/flow/constraint.sdc
export NUM_CORES = 4
export LEC_CHECK = 1
export CORE_UTILIZATION = 30
[flow/constraint.sdc]
current_design dna_quant_processor

set clk_period 20.0
set clk_io_pct 0.2

create_clock -name clk0 -period $clk_period [get_ports {clk}]

set non_clock_inputs [all_inputs -no_clocks]
set_input_delay [expr $clk_period * $clk_io_pct] -clock clk0 $non_clock_inputs
set_output_delay [expr $clk_period * $clk_io_pct] -clock clk0 [all_outputs]
==> impl_metrics.toml <==
# flow metrics
[synth]
yosys_area_mm2 = 0.0268
yosys_cells = 3185
ys.flop_type = "dfrtp_1"
edf_count = 57
yosysWarningCount = 3
synthArstFlopShare = 0.655
ys_seq_elements = 165
ys_seq_share = 0.165
synth_area_mm2 = 0.0268
topCellsByArea = "fa_1 14%, dfrtp_1 9.2%, ha_1 7.1%"
ys_types = 111
synth.top_cell.area_share = 0.142
syn_area_per_cell_um2 = 8.43
syn_inst = 3185
post-synth-top-area-cell = "fa_1"

[clock_tree]
clk_pin_slew_ns = 0.07
clockBufferDepth = 2
clock_sinks = 165
htreeDepth = 4
cts_tree = "yes"
cts-root-buf = "clkbuf_16"
hold_buffers = 0
clk-insertion-delay-late_ns = 0.48
cts_buffers = 17

[cells_and_area]
areaGrowthSynthToFinish_pct = 28.7
drive_gt1_frac = 0.245
final_cell_mix = "563 x buf_4, 340 x inv_1, 295 x nand2_1"
layoutNonFillerInstCount = 4913
nFillCells = 8726
lay_top_count = "buf_4"
final_util = 0.390

[final_timing]
grt_setup_unrepaired = "true"
slew_viol_final = 0
setup_ws_ns = -1.52
period_needed_ns = 21.52
clock_skew_ns = 0.0175
setup_viol = 11
finalHoldViolations = 0
worst_slew_pin_slew_ns = 0.802
finalCritPeriodShare = 1.08
setup-tns-final_ns = -9.49
slew_headroom = 0.460
fmax_mhz = 46.5

[routing]
wl_per_cell_um = 18.7
dr.pass1.iters = 50
num_vias = 25200
ant_nets = 0
wirelength_mm = 91.8
n_antenna_cell = 0
vias_per_cell = 5.13
drtIter0Drc = 1731
drc = 21

[critical_path]
crit_family = "adder cells"
cp.arrival_ns = 21.90
cp_slowest_cell = "fa_1"
crit_buf_inv = 23
required_ns = 20.38
path_class = "reg2reg"
crit_path_end_kind = "flop"
cp_max_fo = 5
path_common_cell = "buf_4"
start_kind = "flop"
slowest_delay_ns = 0.58

[place]
preCtsSetupSlack_ns = -1.84
gp_congestion = 1.00
dp.cells = 4796
portBuffers = 101
hpwl_mm = 74.0

[run]
tool_warnings = 52
cap_violations = 0

[grt]
grt_pass1_vias = 24800
grt_use_total = 0.212
antenna_found_initial = 1
grt_max_degree = 54
grt_overflow = 0
grt_first_pass_wirelength_mm = 146

[die]
dieHeight_um = 301
ios = 102
fp.dieW_um = 301
core_area_mm2 = 0.0885
rows = 109
initCoreUtil = 0.303
dieArea_mm2 = 0.0907

[status]
violations = "design-rule violations, negative setup slack"
outcome = "finished with violations"

[min_path]
min_path_type = "reg2reg"
[per-layer routing]
metal,part of all wire,track usage
met1,0.48,0.329
met2,0.42,0.303
met3,0.082,0.0563
met4,0.023,0.0394
met5,0,0
[kinds of logic (layout without fill, tap and decap cells)]
logic type,after synthesis,in the layout,share of synthesized area
buffers and inverters,501,1064,0.0711
adders and majority gates,345,345,0.214
other,2,2,0.000280
xor gates and xnor gates,359,359,0.133
muxes,130,130,0.0563
AOI/OAI and AO/OA,651,651,0.169
DFF,165,165,0.165
and+or+nand+nor,1032,1032,0.191
[final cells by class]
| cell class | count | area [um2] | share of cell area |
|---|---|---|---|
| multi-input cells | 2519 | 21400 | 0.619 |
| clock buffers | 18 | 429 | 0.0124 |
| well taps | 1165 | 1460 | 0.0422 |
| inverters | 357 | 1340 | 0.0388 |
| flip-flops and latches | 165 | 4430 | 0.128 |
| repair buffers | 675 | 5370 | 0.155 |
| clock inverters | 14 | 143 | 0.00413 |
[synth_stat cells, types with 45 or more instances]
cell and n:
a211oi_1 45, a21oi_1 119, clkbuf_1 107, dfrtp_1 99
edfxtp_1 57, fa_1 191, ha_1 152, inv_1 350
mux2_2 85, nand2_1 299, nand2b_1 46, nand3_1 80
nor2_1 250, nor3_1 71, o21ai_0 96, xnor2_1 209
xor2_1 117
[final timing paths]
kind / start / to / slack [ns] / cells after the start
worst max-delay path: working_dna[2]$_DFFE_PP_ / entropy_accumulator[15]$_DFFE_PN0P_ / -1.52 / 103
min in group asynchronous: rst_n / entropy_measure[2]$_DFFE_PN0P_ / 3.39 / 1
worst max register to register: working_dna[2]$_DFFE_PP_ / entropy_accumulator[15]$_DFFE_PN0P_ / -1.52 / 103
worst min register to register: lfsr[5]$_DFF_PN1_ / lfsr[6]$_DFF_PN1_ / 0.39 / 0
max in group asynchronous: rst_n / processed_dna[17]$_DFFE_PN0P_ / 15.70 / 2
worst min-delay path: lfsr[5]$_DFF_PN1_ / lfsr[6]$_DFF_PN1_ / 0.39 / 0
[sequential cells by signal, indices dropped and copies added, names as in the netlist, 4 cells and up]
| name | count |
|---|---|
| entropy_accumulator | 16 |
| mutation_counter | 8 |
| entropy_measure | 16 |
| process_counter | 4 |
| state | 7 |
| processed_dna | 32 |
| working_dna | 32 |
| mutation_count | 8 |
| lfsr | 16 |
| quantum_state | 25 |
[worst register-to-register path, delay by kind of cell (launching register included)]
| kind | cells | cell delay [ns] |
|---|---|---|
| AOI/OAI and AO/OA | 35 | 5.87 |
| adders and majority gates | 17 | 6.54 |
| and+or+nand+nor | 15 | 2.76 |
| buffers and inverters | 23 | 2.87 |
| xor gates and xnor gates | 8 | 1.48 |
| DFF | 1 | 0.43 |
| muxes | 5 | 1.45 |
[stage by stage]
step	cell area (um2)	hold slack (ns)
floorplan	27100	0.352
global placement	32700	0.379
detailed placement	32700	0.378
CTS	34100	0.389
global route	34500	0.391
finish	34500	0.387
[repair_timing]
item	in CTS	in global routing
pin swaps	73	61
gates resized	68	74
buffers inserted	73	17
endpoints found under the setup margin	12	15
